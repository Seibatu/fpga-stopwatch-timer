## /design/flow/design.v

```verilog
`timescale 1ns / 1ps
module bcdCtrl(
    input [6:0] cnt_out,
    output reg [14:0] number
    );
    integer i;
    always @(*) begin
        number = 15'b0;
        number[6:0] = cnt_out;  
        for (i = 0; i < 7; i = i + 1) begin
            if (number[10:7] >= 5) 
                number[10:7] = number[10:7] + 3;
            if (number[14:11] >= 5) 
                number[14:11] = number[14:11] + 3;
            number = number << 1;
        end
    end
endmodule
`timescale 1ns / 1ps
module counterCtrl #(parameter integer n = 100_000_000)(
    input clk,  
    input go,
    input clr,
    output reg [6:0] cnt_out
);
    reg [$clog2(n/2)-1:0] cnt_tmp;
    reg slw_clk;
    always @(posedge clk or posedge clr) begin
        if (clr) begin
            cnt_tmp <= 0;
            slw_clk <= 0;
        end
        else if (cnt_tmp == (n/2)-1) begin
            slw_clk <= ~slw_clk;
            cnt_tmp <= 0;
        end
        else cnt_tmp <= cnt_tmp + 1;
    end
    always @(posedge slw_clk or posedge clr) begin
        if (clr)
            cnt_out <= 0;
        else if (go)
            cnt_out <= (cnt_out == 99) ? 0 : cnt_out + 1;  
    end
endmodule 
`timescale 1ns / 1ps
module sevenSegment #(parameter integer N = 100_000)(
    input clk,
    input clr,
    input [14:0] number,
    output reg [7:0] seg_7_display,
    output reg [7:0] active_low_anode
    );
    reg [$clog2(N)-1:0] digit_count;
    reg [2:0] digit_for_display;
    reg [7:0] tmp_val;
    always @(posedge clk or posedge clr) begin
        if (clr) begin
            digit_count <= 0;
            digit_for_display <= 0;
        end
        else if (digit_count == N-1) begin
            digit_for_display <= digit_for_display + 1;
            digit_count <= 0;
        end
        else digit_count <= digit_count + 1;
    end
    always @ (*) begin
        case (digit_for_display)
            3'b000 : active_low_anode = 8'b1111_1110;  
            3'b001 : active_low_anode = 8'b1111_1101;  
            default : active_low_anode = 8'b1111_1111;  
        endcase
    end
    always @ (*) begin
        case (digit_for_display)
            3'b000 : tmp_val = {4'b0000, number[10:7]};   
            3'b001 : tmp_val = {4'b0000, number[14:11]};  
            default: tmp_val = 8'b0000_0000;              
        endcase
    end
    always @ (posedge clk or posedge clr) begin
        if (clr) 
            seg_7_display <= 8'b1111_1111;  
        else 
            seg_7_display <= seg_7(tmp_val[3:0]);  
    end 
    function [7:0] seg_7;
    input [3:0] digit;   
    begin  
        case (digit)
            4'b0000 : seg_7 = 8'b1100_0000;  
            4'b0001 : seg_7 = 8'b1111_1001;  
            4'b0010 : seg_7 = 8'b1010_0100;  
            4'b0011 : seg_7 = 8'b1011_0000;  
            4'b0100 : seg_7 = 8'b1001_1001;  
            4'b0101 : seg_7 = 8'b1001_0010;  
            4'b0110 : seg_7 = 8'b1000_0010;  
            4'b0111 : seg_7 = 8'b1111_1000;  
            4'b1000 : seg_7 = 8'b1000_0000;  
            4'b1001 : seg_7 = 8'b1001_0000;  
            default : seg_7 = 8'b1100_0000;  
        endcase
    end
    endfunction
endmodule
`timescale 1ns / 1ps
module cheggQ20 (
    input clk,
    input go,
    input clr,
    output wire [7:0] seg_7_display,
    output wire [7:0] active_low_anode
);
    wire [6:0] cnt_out;
    wire [14:0] number; 
    counterCtrl ctrl_unit (
                            .clk(clk), 
                            .go(go),
                            .clr(clr),
                            .cnt_out(cnt_out)
                           );
    bcdCtrl bcd_ctrl_unit (
                            .cnt_out(cnt_out),
                            .number(number)
                           );
    sevenSegment dsp_unit (
                            .clk(clk),
                            .clr(clr),
                            .number(number),
                            .seg_7_display(seg_7_display),
                            .active_low_anode(active_low_anode)
                           );
endmodule
```

## /design/flow/run.sh

```bash
#!/bin/bash
# OpenROAD 26Q1-2900-gdf79404cd8, Yosys 0.63+post, stock flow scripts
make -C /OpenROAD-flow-scripts/flow DESIGN_CONFIG=/design/flow/config.mk WORK_HOME=/design/flow/orfs finish
```

## /design/flow/config.mk

```make
export PLATFORM = sky130hd
export DESIGN_NAME = cheggQ20
export DESIGN_NICKNAME = cheggQ20
export VERILOG_FILES = /design/flow/design.v
export SDC_FILE = /design/flow/constraint.sdc
export NUM_CORES = 4
export LEC_CHECK = 1
export CORE_UTILIZATION = 40
```

## /design/flow/constraint.sdc

```tcl
current_design cheggQ20

set clk_period 3.4
set clk_io_pct 0.2

create_clock -name clk0 -period $clk_period [get_ports {clk}]

set non_clock_inputs [all_inputs -no_clocks]
set_input_delay [expr $clk_period * $clk_io_pct] -clock clk0 $non_clock_inputs
set_output_delay [expr $clk_period * $clk_io_pct] -clock clk0 [all_outputs]
```

==> metrics.yaml <==
synth.cellmix.simpleShare: 0.205
top_cell: "sky130_fd_sc_hd__dfrtp_1"
routedWlPerCell_um: 12.5
totalWireLength_um: 6300
rsz0062_at_grt: "false"
critical_path_required_ps: 2720
max_stage_delay_ps: 420
setup_viol_count_final: 0
post_route_cells_drive_above_1_share: 0.126
avgViaCountPerCell: 5.15
worst-setup-path-type: "flip-flop to output port"
detail_route.antenna_diodes: 0
synthTopLogicFamily: "simple AND/OR/NAND/NOR gates"
top_cell_area_share: 0.360
track_usage: 0.147
synthesis.yosys.warnings: 3
cpMaxStageDelayCell: "sky130_fd_sc_hd__dfrtp_1"
hold-path-cell-count: 1
ys_sh_adder: 0.0734
post_synth_inst_count: 384
worst_skew_pair.late_latency_ps: 310
min-delay-path-class: "flip-flop to flip-flop"
crit_path_end_kind: "output port"
grt_first_pass_wirelength_um: 11700
cts-resized-gates: 0
clkSlewWorstSetupHoldPaths_ps: 90
timing.slew.headroom: 0.526
cts.htree.levels: 2
cap_violations: 0
yosysChipArea_um2: 3750
vias: 2600
finalWorstSetupSlack_ps: 796
cts_hold_buffers: 0
finish.cell_count_without_fillers: 505
fmax_mhz: 384
post-cts-setup-buffers: 0
portBuffers: 11
post_synth_xor_area_fraction: 0.116
hold_viol_final: 0
main_flop_type_after_synthesis: "sky130_fd_sc_hd__dfrtp_1"
worst_pin_slew_ps: 706
final.period_utilization: 0.766
cp_max_fo: 7
endpoints_left_unconstrained: 7
grt_antenna_before_repair: 0
floorplan.die.width_um: 98.8
cts_root_buf: "sky130_fd_sc_hd__clkbuf_8"
ys_top_cells_by_area: "sky130_fd_sc_hd__dfrtp_1 (36%), sky130_fd_sc_hd__ha_1 (7.3%), sky130_fd_sc_hd__xnor2_1 (5.6%)"
largest_area_cell: "sky130_fd_sc_hd__dfrtp_1"
dpl_worst_slack_ps: 833
synth.lib_cells_used.distinct: 67
cp_cell_sequence: "inv_1 > ha_1 > or3_1 > clkdlybuf4s50_1"
chipHeight_um: 98.8
drv_slew: 0
cts_inserted_buffers: 5
count_of_library_flops_with_an_enable_pin: 0
p_leak_uw: 0.00187
cp_top_family: "buffers and inverters"
yosys-top-cells-count: "sky130_fd_sc_hd__dfrtp_1 (54), sky130_fd_sc_hd__nor2_1 (40), sky130_fd_sc_hd__nand2_1 (28), sky130_fd_sc_hd__nand3_1 (26), sky130_fd_sc_hd__xnor2_1 (24)"
r2r-end: "dsp_unit.seg_7_display[4]"
yosysSeqAreaShare: 0.409
drt_iter0_markers: 98
fp.coreArea_um2: 8890
cp.depth: 4
power.ir.vdd_worst_uv: 186
antenna_violating_nets_left: 0
pwr_density_cell_nw_per_um2: 251
whs_endpoint: "dsp_unit.digit_count[4]"
crit_path_start_kind: "flip-flop"
largest_net_degree_at_the_start_of_global_routing: 56
netlist_area_um2: 3750
fillCellCount: 834
top_level_ports: 19
fp-utilization: 0.422
postSynthAreaPerCell_um2: 9.77
crit-reg2reg-launch: "dsp_unit.digit_for_display[1]"
status: "finished clean"
postSynth.asyncResetShare: 1.00
synth-compound-area-share: 0.132
count_of_unclocked_register_or_latch_pins: 7
first_global_vias: 2537
ys_cells: 384
fp-row-count: 34
dr.pass1.iters: 4
clock_tree_buf_depth: 2
worstPathBufferInverterCount: 2
drcViolationCount: 0
fin_setup_tns_ps: 0
cp.arrival_ps: 1920
ys_seq_elements: 61
weighted_congestion_reported_at_the_end_of_routability_driven_placement: 0.814
mux_share: 0.0190
dp.final_hpwl_um: 4580
global_route.overflow_total: 0
fin_skew_ps: 9.66
cts_tree: "yes"
dp.cells: 498
period_needed_ps: 2600
tool_warnings: 36
syn_to_final_growth_pct: 7.74
r2r.worst_path.cells: 11
hold_start: "dsp_unit.digit_count[4]"
die_footprint_um2: 9770
r2r_setup_slack_ps: 800
## layout make-up
| cell class | instances | area [um^2] | area share |
|---|---|---|---|
| tap | 108 | 135 | 0.0334 |
| timing repair buffer | 14 | 133 | 0.0328 |
| sequential | 61 | 1540 | 0.380 |
| clock buffer | 5 | 68.8 | 0.0170 |
| clock inverter | 2 | 13.8 | 0.00341 |
| multi-input combinational | 295 | 2080 | 0.515 |
| inverter | 20 | 75.1 | 0.0186 |
## registers in the layout, summed over array words and instances (netlist names)
name,count
ctrl_unit.slw_clk,1
ctrl_unit.cnt_tmp,26
dsp_unit.digit_count,17
dsp_unit.digit_for_display,3
ctrl_unit.cnt_out,7
dsp_unit.seg_7_display,7
## cells in the final DEF (no fill, tap or decap), types with 3 or more instances in the layout
master,synthesis,layout
sky130_fd_sc_hd__dfrtp_1,54,54
sky130_fd_sc_hd__nor2_1,40,40
sky130_fd_sc_hd__nand2_1,28,28
sky130_fd_sc_hd__nand3_1,26,26
sky130_fd_sc_hd__xnor2_1,24,24
sky130_fd_sc_hd__xor2_1,22,22
sky130_fd_sc_hd__ha_1,22,22
sky130_fd_sc_hd__inv_1,19,18
sky130_fd_sc_hd__o21ai_0,13,13
sky130_fd_sc_hd__and3_1,11,11
sky130_fd_sc_hd__clkdlybuf4s50_1,0,11
sky130_fd_sc_hd__nor3_1,11,10
sky130_fd_sc_hd__a21oi_1,9,9
sky130_fd_sc_hd__nand4_1,7,7
sky130_fd_sc_hd__conb_1,1,7
sky130_fd_sc_hd__dfstp_2,7,7
sky130_fd_sc_hd__nor2b_1,6,6
sky130_fd_sc_hd__a21o_1,5,5
sky130_fd_sc_hd__a21oi_2,5,5
sky130_fd_sc_hd__clkbuf_8,0,5
sky130_fd_sc_hd__or3_1,4,4
sky130_fd_sc_hd__o22ai_1,3,3
sky130_fd_sc_hd__and4_1,3,3
sky130_fd_sc_hd__buf_4,7,3
## cell families after synthesis
| family | Yosys count |
|---|---|
| and+or+nand+nor | 152 |
| DFF | 61 |
| AOI/OAI and AO/OA | 60 |
| xor gates and xnor gates | 48 |
| buffers and inverters | 34 |
| adders and majority gates | 22 |
| muxes | 6 |
| other | 1 |
## where the power goes
group	internal (uW)	switching, uW	total (uW)
clock	143	211	354
combinational	3.81	15.8	19.6
sequential	642	0	642
total	789	227	1020
## worst max-delay path by stage
stage | from | end | slack, ps
after global routing | dsp_unit.digit_for_display[1] | dsp_unit.seg_7_display[4] | 470
final | dsp_unit.digit_for_display[1] | active_low_anode[1] | 800
after CTS | dsp_unit.digit_for_display[1] | active_low_anode[1] | 770
## metrics by stage
step	total power, uW	hold slack [ps]	area, um^2	util
global placement	676	466	3960	0.445
floorplan	673	446	3770	-
finish	1020	477	4040	0.455
CTS	1040	486	4040	0.455
global route	1060	514	4040	0.455
detailed placement	676	467	3960	0.445
## worst register-to-register path, delay by kind of cell (launching register included)
kind	cells	cell delay, ps
AOI/OAI and AO/OA	3	770
and+or+nand+nor	4	610
adders and majority gates	2	520
DFF	1	420
buffers and inverters	2	210
## layer usage
layer,vias up,global-route usage,wire (um)
li1,1345,-,-
met1,1234,0.234,3350
met2,17,0.231,2780
met3,4,0.0173,103
met4,0,0.0126,59
met5,-,0,0
Power is estimated from default activity; no workload was simulated.
